==> design.v <==
`default_nettype none
typedef struct packed {
    logic hsync_n;
    logic vsync_n;
    logic blank_n;           
    logic next_line_visible;     
    logic end_of_line;           
    logic end_of_visible_line;   
    logic end_of_frame;      
    logic valid;
} VGA_Timing;
module Video_Ctrl(
  clk_i,
  rst_i,
  fb_en_i,
  sdram_cmd_valid,
  sdram_cmd_ready,
  sdram_rdy,
  sdram_ack,
  sdram_addr_x16,
  sdram_resp_valid,
  sdram_resp_last,
  sdram_rdata,
  timing_i,
  timing_o,
  rgb_o
);
input             clk_i;
input             rst_i;
input             fb_en_i;
output reg        sdram_cmd_valid;
input             sdram_cmd_ready;
input             sdram_rdy;
output reg        sdram_ack;
output reg[23:0]  sdram_addr_x16;      
input             sdram_resp_valid;
input             sdram_resp_last;
input[15:0]       sdram_rdata;
input VGA_Timing  timing_i;
output VGA_Timing timing_o;
output reg[23:0]  rgb_o;
wire[5:0] fb_page = 6'h20;             
reg[15:0] line_buffer[0:1023];
reg[15:0] line_read_data;
reg[9:0] line_write_ptr;
reg[9:0] line_no;
localparam DISPLAY_W = 320;
localparam DISPLAY_H = 240;
localparam BURST_LEN = 64;
localparam BURST_BITS = 6;
always @ (posedge clk_i) begin
  sdram_ack <= 1'b0;
  if (sdram_cmd_valid && sdram_cmd_ready) begin
    sdram_cmd_valid <= '0;
  end
  if (rst_i) begin
    sdram_cmd_valid <= '0;
    sdram_addr_x16 <= 0;
    line_write_ptr <= 10'd0;
    line_no <= '0;
  end else begin
    if (timing_i.end_of_visible_line) begin
    end
    if (timing_i.end_of_line && timing_i.next_line_visible) begin
      line_write_ptr <= 10'd0;
      if (fb_en_i && line_no < DISPLAY_H) begin
        sdram_cmd_valid <= '1;
      end
    end
    if (sdram_ack) begin
      sdram_ack <= 1'b0;
      if (line_write_ptr < DISPLAY_W) begin
        sdram_cmd_valid <= '1;
      end
    end else if (sdram_resp_valid) begin
      if (line_write_ptr[BURST_BITS-1:0] == BURST_LEN - 1) begin
        sdram_ack <= 1'b1;
        sdram_addr_x16[17:0] <= sdram_addr_x16[17:0] + BURST_LEN;
      end
      line_buffer[line_write_ptr] <= sdram_rdata;
      line_write_ptr <= line_write_ptr + 1'b1;
    end
    if (timing_i.end_of_visible_line) begin
      line_no <= line_no + 1;
    end
    if (timing_i.end_of_frame) begin
      sdram_addr_x16[17:0] <= 18'h00000;
      line_no <= '0;
    end
  end
  sdram_addr_x16[23:18] <= fb_page;
end
reg[9:0] line_read_ptr;
always_ff @ (posedge clk_i) begin
  if (rst_i) begin
    line_read_ptr <= 10'd0;
  end else begin
    if (timing_i.end_of_visible_line) begin
      line_read_ptr <= 10'd0;
    end else if (timing_i.valid && timing_i.blank_n == '1) begin
      line_read_ptr <= line_read_ptr + 1'b1;
    end
  end
end
always_comb begin
  line_read_data = line_buffer[line_read_ptr];
end
always_ff @ (posedge clk_i) begin
  if (rst_i) begin
    rgb_o <= 24'h000000;
  end else begin
    if (fb_en_i) begin
      if (line_no < DISPLAY_H) begin
        rgb_o <= {line_read_data[15:11], line_read_data[15:13],  
                  line_read_data[10:5], line_read_data[10:9],    
                  line_read_data[4:0], line_read_data[2:0]};     
      end else begin
        rgb_o <= 24'h000000;
      end
    end else begin
      rgb_o <= 24'hFF00FF;
    end
  end
  timing_o <= timing_i;
end
endmodule
==> run.sh <==
#!/bin/bash
# OpenROAD 26Q1-2900-gdf79404cd8, Yosys 0.63+post, stock flow scripts
make -C /OpenROAD-flow-scripts/flow DESIGN_CONFIG=/design/flow/config.mk WORK_HOME=/design/flow/orfs finish
==> config.mk <==
export PLATFORM = sky130hd
export DESIGN_NAME = Video_Ctrl
export DESIGN_NICKNAME = Video_Ctrl
export VERILOG_FILES = /design/flow/design.v
export SDC_FILE = /design/flow/constraint.sdc
export NUM_CORES = 4
export LEC_CHECK = 1
export CORE_UTILIZATION = 30
export SYNTH_MEMORY_MAX_BITS = 65536
==> constraint.sdc <==
current_design Video_Ctrl

set clk_period 356.9
set clk_io_pct 0.2

create_clock -name clk0 -period $clk_period [get_ports {clk_i}]

set non_clock_inputs [all_inputs -no_clocks]
set_input_delay [expr $clk_period * $clk_io_pct] -clock clk0 $non_clock_inputs
set_output_delay [expr $clk_period * $clk_io_pct] -clock clk0 [all_outputs]
==> impl_metrics.py <==
# Physical implementation metrics
metrics = {
    "logic_synthesis": {
        "synthCells": 28200,
        "edf_count": 16400,
        "synth_adder_area_share_pct": 0.0138,
        "simple_gate_area_share_pct": 1.73,
        "yosys_area_um2": 634000,
        "ys_cells": 28200,
        "ys_types": 97,
        "async_flop_share_pct": 0,
        "avgSynthCellArea_um2": 22.5,
        "syn_area_um2": 634000,
        "mux_area_share_pct": 16.3,
        "aoi_share_pct": 2.27,
        "flop_cell": "edfxtp_1",
        "topCombFamilyByArea": "multiplexers",
        "ys_seq_share_pct": 77.8,
        "ys_seq_elements": 16500,
        "ys_sh_xor_pct": 0.0359,
        "ys_warn_count": 1,
    },
    "clocking": {
        "cts.htree.levels": 7,
        "ctsHoldBuffers": 0,
        "clock_latency_ps": 1470,
        "cts_setup_buffers": 0,
        "clock_path_buffers": 6,
        "clkSinkCount": 16500,
        "cts_inserted_buffers": 1608,
        "cts_resized": 0,
        "root_buffer": "clkbuf_16",
        "path_clk_slew_ps": 60,
        "cts_tree": "yes",
    },
    "timing": {
        "fmax_mhz": 13.2,
        "fin_setup_tns_ps": 0,
        "rsz0062_at_grt": "no",
        "period_used_pct": 21.2,
        "worst_slew_pin_slew_ps": 1630,
        "drv_slew": 4,
        "period_needed_ps": 75660,
        "max_slew_margin_pct": -8.91,
        "skew_ps": 203,
        "final-setup-viol-count": 0,
        "finalHoldViolCount": 0,
    },
    "route": {
        "drcViolationCount": 0,
        "drtIter0Drc": 23400,
        "routed_via_density": 5.18,
        "antenna_left": 1,
        "wl_um": 2050000,
        "wl_per_cell_um": 33.8,
        "vias": 314000,
        "first_pass_iters": 6,
    },
    "setup_path": {
        "cpPeakStageDelay_ps": 1130,
        "cp_cell_sequence": "clkdlybuf4s50_1 -> nand2b_1 -> buf_4 -> nor2_4 -> buf_4 -> nand4_1 -> buf_4 -> buf_4 -> buf_4 -> nor2_1 -> buf_4",
        "worstPathArrival_ps": 76740,
        "critPathMaxFanout": 16,
        "crit_cells": 11,
        "start_kind": "input pin",
        "worstPathBufferInverterCount": 7,
        "regToRegSetupSlack_ps": 346820,
        "setup.worst_path.class": "in2reg",
        "worst_path_most_repeated_cell": "buf_4",
        "timing.rr.end": "rgb_o[14]$_SDFF_PP0_",
        "r2r_cells": 17,
        "crit_path_end_kind": "flop",
        "required_ps": 357970,
        "cp_slowest_cell": "nand4_1",
        "path_delay_family": "buffers and inverters",
    },
    "floorplan": {
        "core_um2": 2110000,
        "chip_area_um2": 2120000,
        "rows": 534,
        "fp_util_pct": 30.1,
        "io_pins": 89,
        "die_height_um": 1460,
        "die_w_um": 1460,
    },
    "global_routing": {
        "overflow": 0,
        "antenna_found_initial": 240,
        "grtUsageTotal_pct": 20.5,
        "grt_pass1_wl_um": 2780000,
        "grt_pass1_vias": 343000,
        "grt_max_degree": 131,
    },
    "place": {
        "hpwlAfterDp_um": 1310000,
        "io_buffer_count": 74,
        "place_inst": 57200,
        "globalplace.congestion": 0.940,
    },
    "finish": {
        "seqCellArea_um2": 494000,
        "drive_gt1_share_pct": 29.8,
        "n_fill_cell": 191000,
        "mostFrequentLayoutCells": "edfxtp_1 (16400), mux4_2 (3942), buf_4 (2478)",
        "combGateArea_um2": 132000,
        "layout_top_cell": "edfxtp_1",
        "final_cells": 60600,
        "area_growth_pct": 15.6,
    },
    "pwr": {
        "ir_drop_v": 0.00000495,
        "power_leakage_nw": 218,
        "power-per-cell-area_nw_per_um2": 5.29,
    },
    "hold_path": {
        "min_path_cells": 2,
        "min_path_type": "reg2reg",
        "min_to": "sdram_addr_x16[14]$_SDFFE_PP0P_",
        "hold_path_startpoint": "sdram_addr_x16[14]$_SDFFE_PP0P_",
    },
    "flow_run": {
        "cap_violations": 1,
        "openroad.warnings": 76,
    },
    "run_status": {
        "violations": "antenna violations, max-capacitance violations, max-slew violations",
        "status": "complete, but fails checks",
    },
}
==> area by class of cell <==
cell class	count	area share, %
multi-input cells	9986	18.0
well taps	28100	4.80
clock buffers	1948	5.73
diodes	518	0.177
clock inverters	968	1.22
flip-flops and latches	16500	67.3
repair buffers	2593	2.76
inverters	14	0.0135
==> cell families after synthesis <==
logic type | Yosys count
flops | 16500
mux | 5338
simple gates | 2547
compound gates | 2056
buf+inv | 1744
xor+xnor | 26
fa+ha+maj | 7
other cells | 2
==> worst register-to-register path: stages (launching register included) <==
cell     delay, ps
dfxtp_4       1040
buf_4          690
buf_4          570
buf_4          700
buf_4          520
buf_4          550
buf_4          550
buf_12         450
buf_12         660
buf_4          740
mux4_2         640
mux4_2         530
a22oi_1        230
nand2_1        300
nand3_1        790
a31oi_1        210
buf_4          260
a41o_1         440
==> state kept, by name, summed over array words and instances, names as in the netlist, named ones only <==
| register | count |
|---|---|
| sdram_addr_x16 | 12 |
| line_buffer | 16384 |
| line_read_ptr | 10 |
| timing_o | 8 |
| line_write_ptr | 10 |
| line_no | 10 |
| sdram_ack | 1 |
| rgb_o | 16 |
| sdram_cmd_valid | 1 |
==> worst max-delay path by stage <==
| stage | slack [ps] | start | end |
|---|---|---|---|
| finish | 281240 | sdram_resp_valid | line_buffer[999][15]$_DFFE_PP_ |
| global route | 281520 | sdram_resp_valid | line_buffer[999][15]$_DFFE_PP_ |
| CTS | 281490 | sdram_resp_valid | line_buffer[999][11]$_DFFE_PP_ |
==> synth_stat cells, drive strengths merged (23+ instances only) <==
master,count,area (um2)
mux2,50,563
nand2,512,1920
a2111oi,35,309
nand3,240,1200
o21ai,247,1240
a211oi,146,1110
o221ai,292,2580
or3,42,263
a22oi,284,2130
and2,27,169
nand2b,23,144
o211ai,27,203
mux2i,1304,13100
a21oi,285,1430
a221oi,82,724
a31oi,58,363
dfxtp,78,1560
nor3,186,936
nand4,62,388
clkbuf,553,2160
mux4,3984,89900
buf,1177,9540
edfxtp,16400,492000
a22o,29,254
nor4,48,300
nor2b,28,175
o22ai,375,2350
nor2,1305,4900
==> through the flow <==
stage	cell area [um2]	utilization, %	setup WS [ps]	total power, mW	hold slack (ps)
floorplan	635000	-	282860	2.20	448
global placement	681000	32.3	280090	2.25	503
detailed placement	681000	32.3	280060	2.25	501
CTS	732000	34.7	281490	3.90	515
global route	733000	34.7	281520	3.98	544
finish	733000	34.7	281240	3.88	509
==> metal layers <==
layer  vias up  global-route usage, %  wire, um
met3      4509                   22.2    480000
met5         -                   8.04     21000
met4       401                   10.6    129000
met1    157000                   17.0    525000
met2     26300                   28.3    896000
li1     126000                      -         -
==> power by group <==
part	switching, mW	total (mW)	internal (mW)
Clock	0.726	1.67	0.944
Combinational	0.0599	0.0858	0.0259
Sequential	0.000280	2.13	2.13
Power and IR drop assume default switching activity.
