==> flow/constraint.sdc <==
current_design Sdram_Arbiter

set clk_period 3.7
set clk_io_pct 0.2

create_clock -name clk0 -period $clk_period [get_ports {clk_i}]

set non_clock_inputs [all_inputs -no_clocks]
set_input_delay [expr $clk_period * $clk_io_pct] -clock clk0 $non_clock_inputs
set_output_delay [expr $clk_period * $clk_io_pct] -clock clk0 [all_outputs]
==> flow/config.mk <==
export PLATFORM = sky130hd
export DESIGN_NAME = Sdram_Arbiter
export DESIGN_NICKNAME = Sdram_Arbiter
export VERILOG_FILES = /design/flow/design.v
export SDC_FILE = /design/flow/constraint.sdc
export NUM_CORES = 4
export LEC_CHECK = 1
export CORE_AREA = 10 10 87 87
export DIE_AREA = 0 0 97 97
==> flow/run.sh <==
#!/bin/bash
# OpenROAD 26Q1-2900-gdf79404cd8, Yosys 0.63+post, stock flow scripts
make -C /OpenROAD-flow-scripts/flow DESIGN_CONFIG=/design/flow/config.mk WORK_HOME=/design/flow/orfs finish
==> flow/design.v <==
module Sdram_Arbiter(
  input         clk_i,
  input         rst_i,
  output reg        sdram_cmd_valid,
  input             sdram_cmd_ready,
  output reg        sdram_wr,
  output reg[23:0]  sdram_addr_x16,
  output reg[15:0]  sdram_wdata,
  input             sdram_resp_valid,
  input             sdram_resp_last,
  input[15:0]       sdram_rdata,
  output reg        sdram_ack,
  input             sdram_rdy,
  output reg[1:0]   sdram_wmask,
  output reg        sdram_burst,
  input             cpu_sdram_cmd_valid,
  output reg        cpu_sdram_cmd_ready,
  input             cpu_sdram_wr,
  input[23:0]       cpu_sdram_addr_x16,
  input[15:0]       cpu_sdram_wdata,
  output reg        cpu_sdram_resp_valid,
  output reg[15:0]  cpu_sdram_rdata,
  input             cpu_sdram_ack,
  output reg        cpu_sdram_rdy,
  input[1:0]        cpu_sdram_wmask,
  input             video_sdram_cmd_valid,
  output reg        video_sdram_cmd_ready,
  output reg        video_sdram_rdy,
  input             video_sdram_ack,
  input[23:0]       video_sdram_addr_x16,
  output reg        video_sdram_resp_valid,
  output reg        video_sdram_resp_last,
  output reg[15:0]  video_sdram_rdata
);
localparam MUX_NONE = 2'd0;
localparam MUX_CPU = 2'd1;
localparam MUX_VIDEO = 2'd2;
reg[1:0] mux;
reg sdram_busy;
reg[1:0] waitstate_counter;    
always_comb begin
  video_sdram_cmd_ready = (!rst_i && !sdram_busy && sdram_cmd_ready);
  cpu_sdram_cmd_ready = (video_sdram_cmd_ready && !video_sdram_cmd_valid);
  sdram_cmd_valid = cpu_sdram_cmd_valid || video_sdram_cmd_valid;
end
always @ (posedge clk_i) begin
  if (waitstate_counter > 0)
    waitstate_counter <= waitstate_counter - 1;
  if (rst_i) begin
    sdram_busy <= 1'b0;
    mux <= MUX_NONE;
  end else begin
    if (!sdram_busy) begin
      if (sdram_cmd_ready && video_sdram_cmd_valid) begin
        mux <= MUX_VIDEO;
        sdram_busy <= 1'b1;
        waitstate_counter <= 2;
      end else if (sdram_cmd_ready && cpu_sdram_cmd_valid) begin
        mux <= MUX_CPU;
        sdram_busy <= 1'b1;
        waitstate_counter <= 2;
      end else if (cpu_sdram_wr) begin
        mux <= MUX_CPU;
        sdram_busy <= 1'b1;
        waitstate_counter <= 2;
      end
    end else begin
      if (mux == MUX_VIDEO && video_sdram_ack) begin
        sdram_busy <= 1'b0;
        mux <= MUX_NONE;
      end
      if (mux == MUX_CPU && cpu_sdram_ack) begin
        sdram_busy <= 1'b0;
        mux <= MUX_NONE;
      end
      if (sdram_rdy) begin
      end
    end
  end
end
always @ (*) begin
  if (mux == MUX_VIDEO || (mux == MUX_NONE && video_sdram_cmd_ready && video_sdram_cmd_valid)) begin
    sdram_wr = 1'b0;
    sdram_addr_x16 = video_sdram_addr_x16;
    sdram_wdata = 16'hxxxx;
    sdram_ack = video_sdram_ack;
    sdram_wmask = 2'bxx;
    sdram_burst = 1'b1;
    cpu_sdram_rdy = 1'b0;
    cpu_sdram_resp_valid = '0;
    video_sdram_rdy = (waitstate_counter == 0) && sdram_rdy;
    video_sdram_resp_valid = sdram_resp_valid;
  end else if (mux == MUX_CPU || (mux == MUX_NONE && cpu_sdram_cmd_ready && cpu_sdram_cmd_valid)) begin
    sdram_wr = cpu_sdram_wr;
    sdram_addr_x16 = cpu_sdram_addr_x16;
    sdram_wdata = cpu_sdram_wdata;
    sdram_ack = cpu_sdram_ack;
    sdram_wmask = cpu_sdram_wmask;
    sdram_burst = 1'b0;
    cpu_sdram_rdy = (waitstate_counter == 0) && sdram_rdy;
    cpu_sdram_resp_valid = sdram_resp_valid;
    video_sdram_rdy = 1'b0;
    video_sdram_resp_valid = '0;
  end else begin
    sdram_wr = 0;
    sdram_addr_x16 = 'x;
    sdram_wdata = 'x;
    sdram_ack = 0;
    sdram_wmask = 'x;
    sdram_burst = 'x;
    cpu_sdram_rdy = 0;
    cpu_sdram_resp_valid = '0;
    video_sdram_rdy = 1'b0;
    video_sdram_resp_valid = '0;
  end
  cpu_sdram_rdata = sdram_rdata;
  video_sdram_rdata = sdram_rdata;
  video_sdram_resp_last = sdram_resp_last;
end
endmodule
==> results.ini <==
[power]
cellLeakagePower_nw = 0.6407
vdd_ir_drop_max_mv = 0.1440
totalPowerFinal_mw = 0.3729
cellPowerDensity_nw_per_um2 = 215.3

[min_path]
hold_start = waitstate_counter[0]$_DFF_P_
hold_depth = 2
min_delay_worst_endpoint = waitstate_counter[1]$_DFF_P_
hold_class = flop to flop

[run]
max_cap_viol_count = 0
log.warning_count = 25

[cts]
post_cts_hold_buffer_count = 0
latest_clock_arrival_within_the_worst_skew_pair_ps = 220
number_of_buffers_created_by_cts = 3
cts_max_level = 1
cts.repair_timing.setup_buffer_count = 0
tritoncts_num_sinks = 6
cts_tree = done
clk_pin_slew_worst_paths_ps = 40
post_cts.resized_instances = 0
ctsRootBufferMaster = sky130_fd_sc_hd__clkbuf_8
ctsLongestPathBuffers = 2

[grt]
via_count_of_the_first_global_routing_pass = 1165
grt_max_degree = 15
first_pass_grt_wire_length_microns = 6058
globalRouteOverflowTotal = 0
grtUsageMet3_pct = 7.235
all_layer_gr_usage_pct = 7.656
grt_util_met2_pct = 10.79
grt_antenna_before_repair = 0
peak_usage_layer_in_the_global_routing_report = met2
global_route.usage.met1_pct = 8.015

[yosys]
ys_seq_elements = 6
area_leaders = sky130_fd_sc_hd__buf_4 (35%), sky130_fd_sc_hd__mux2_2 (21%), sky130_fd_sc_hd__dfxtp_1 (11%)
synthDistinctLibCells = 32
top_cell_area_share_pct = 35.25
syn_area_sq_um = 1086
synthesis.area_per_instance_sq_um = 8.619
yosys.stat.seqShare_pct = 11.06
synthesis.instances = 126
ys_cells = 126
top_area_cell = sky130_fd_sc_hd__buf_4
area_figure_in_the_yosys_stat_output_sq_um = 1086
yosys_warnings = 1

[sta]
fin_worst_skew_ps = 0.05702
timing.fmax_mhz = 292.3
final_tally_of_max_slew_violations = 0
timing.final.crit_share_pct = 92.47
slew_headroom_pct = 75.02
timing_hold_violations_final = 0
worst_pin_slew_ps = 373.6
timing.final.crit_period_ps = 3422
setup_total_negative_slack_ps = 0
worst_slack_ps = 278.4
holdWs_ps = 455.7
finalSetupViolCount = 0
rsz0062_at_grt = false

[worst_setup_path]
timing.critical_path.arrival_ps = 2680
critical_setup_path_class = input pin to output port
critPathBufInv = 3
worst_path_most_repeated_cell = sky130_fd_sc_hd__clkdlybuf4s50_1
timing.rr.end = mux[0]$_DFF_P_
r2r-start = mux[1]$_DFF_P_
timing.critical_path.fanout_max = 14
worstRegToRegCells = 3
worstPathCellList = clkdlybuf4s50_1, nor2_4, a41oi_4, buf_4, mux2_2, clkdlybuf4s50_1
cp-end-kind = output port
timing.critical_path.slowest_cell_delay_ps = 590
required_ps = 2960
worst_path_max_delay_cell = sky130_fd_sc_hd__clkdlybuf4s50_1
worst_setup_path_start_kind = input pin
worst_path_dominant_cell_family = buffers and inverters
timing.reg2reg.setup_slack_ps = 2630

[place]
placed_cells = 237
gp_congestion = 0.7661
port_buffers = 91
placement.cell_area_sq_um = 1690
dp_hpwl_microns = 3381
placement.setup.worst_slack_ps = 266.4

[final_layout]
drive_gt1_share_pct = 18.45
layout.cells.non_filler = 240
final_util_pct = 30.69
multiInputGateArea_sq_um = 529.3
most_used_cells_in_the_layout_excluding_fill_and_tap_cells = sky130_fd_sc_hd__clkdlybuf4s50_1 (91), sky130_fd_sc_hd__mux2_2 (20), sky130_fd_sc_hd__dfxtp_1 (6)
finish.instance_area_sq_um = 1732
filler_cell_count = 618
lay_top_count = sky130_fd_sc_hd__clkdlybuf4s50_1
final-seq-area_sq_um = 120.1
area_growth_syn_to_layout_pct = 59.45

[drt]
drt_first_pass_iters = 2
drt-initial-drc-count = 12
postRouteWirelength_microns = 3865
route.detailed.drc = 0
detail-route-antenna-nets = 0
via_count = 996
post_drt_via_cell_ratio = 4.150
diodes = 0
routed_wire_length_per_instance_microns = 16.10

[floorplan]
io_pins = 178
core_region_area_sq_um = 5642
die-area_sq_um = 9409
die_x_microns = 97
die_height_microns = 97
fp_util_pct = 19.25
row_count = 27

[status]
outcome = finished clean

-- routing by layer --
metal  part of all wire, %  vias to the layer above
li1                      -                      471
met1                    38                      414
met2                    40                       94
met3                    21                       17
met4                   2.0                        0
met5                     0                        -
-- synth_stat cells, drive strengths merged --
cell,instances
nor2b,1
and2,2
o2bb2ai,1
and3b,2
o21a,1
a31oi,2
a41o,1
a21o,1
nand3,2
o21ai,3
mux2,24
a41oi,1
nand2,4
a21oi,2
a211o,1
a32oi,1
nand3b,1
nand2b,1
nor3,1
nor2,5
buf,56
a22oi,1
dfxtp,6
o21bai,1
nor3b,2
or2,1
inv,2
-- cells by family (layout without fill, tap and decap cells) --
group	Yosys count	in the layout	synth area share, %
muxes	24	24	24.88
DFF	6	6	11.06
buffers and inverters	58	100	40.21
and+or+nand+nor	22	22	11.75
AOI/OAI and AO/OA	16	16	12.10
-- report_power, final --
group          switching, mW  internal [mW]
logic                 0.0496          0.145
clock network         0.0281         0.0699
registers            0.00858         0.0719
total                 0.0863          0.287
-- flip-flops by register name (all words and copies together), names as in the netlist --
name               count
waitstate_counter      2
mux                    3
sdram_busy             1
-- cell type report --
class	instances	area share, %
inverter	2	0.5780
multi-input combinational	62	30.56
clock buffer	3	2.384
timing repair buffer	95	54.34
tap	72	5.202
sequential	6	6.936
-- tightest hold or removal path: stages (launching register included) --
cell and delay (ps):
sky130_fd_sc_hd__dfxtp_1 310, sky130_fd_sc_hd__nand2_1 50, sky130_fd_sc_hd__nand2_1 40
-- worst max-delay path by stage --
stage,slack [ps],startpoint,endpoint,cells past startpoint
finish,280,rst_i,sdram_addr_x16[21],6
CTS,260,rst_i,sdram_addr_x16[13],6
global route,180,rst_i,sdram_addr_x16[21],6
