[design/flow/constraint.sdc]
current_design RGB_Color_Bars_Generator

set clk_period 1.5
set clk_io_pct 0.2

create_clock -name clk0 -period $clk_period [get_ports {clk_i}]

set non_clock_inputs [all_inputs -no_clocks]
set_input_delay [expr $clk_period * $clk_io_pct] -clock clk0 $non_clock_inputs
set_output_delay [expr $clk_period * $clk_io_pct] -clock clk0 [all_outputs]
[design/flow/design.v]
`default_nettype none
module RGB_Color_Bars_Generator(
    clk_i,
    end_of_frame_i,
    end_of_visible_line_i,
    hsync_n_i,
    vsync_n_i,
    visible_i,
    end_of_frame_o,
    end_of_visible_line_o,
    hsync_n_o,
    vsync_n_o,
    visible_o,
    rgb_o,
);
localparam PIXELS_PER_VISIBLE_LINE = 640;
localparam PIXELS_PER_STRIPE = PIXELS_PER_VISIBLE_LINE / 8;
input clk_i;
input end_of_frame_i, end_of_visible_line_i, hsync_n_i, vsync_n_i, visible_i;
output reg end_of_frame_o, end_of_visible_line_o, hsync_n_o, vsync_n_o, visible_o;
output reg[23:0] rgb_o;
wire[23:0] RGB_table[0:7];
assign RGB_table[0] = {8'd255, 8'd255, 8'd255};
assign RGB_table[1] = {8'd255, 8'd255, 8'd0  };
assign RGB_table[2] = {8'd0  , 8'd255, 8'd255};
assign RGB_table[3] = {8'd0  , 8'd255, 8'd0  };
assign RGB_table[4] = {8'd255, 8'd0  , 8'd255};
assign RGB_table[5] = {8'd255, 8'd0  , 8'd0  };
assign RGB_table[6] = {8'd0  , 8'd0  , 8'd255};
assign RGB_table[7] = {8'd0  , 8'd0  , 8'd0  };
reg[2:0] index;  
reg[$clog2(PIXELS_PER_STRIPE)-1:0] cnt;
always @ (posedge clk_i) begin
    if (end_of_visible_line_i == 1'b1) begin
        index <= 0;
        cnt <= 0;
    end else if (visible_i) begin
        if (cnt < PIXELS_PER_STRIPE-1) begin
            cnt <= cnt + 1'b1;
        end else begin
            index <= index + 1'b1;
            cnt <= 0;
        end;
    end;
    visible_o <= visible_i;
    end_of_frame_o <= end_of_frame_i;
    end_of_visible_line_o <= end_of_visible_line_i;
    hsync_n_o <= hsync_n_i;
    vsync_n_o <= vsync_n_i;
    rgb_o <= RGB_table[index];
end
endmodule
[design/flow/run.sh]
#!/bin/bash
# OpenROAD 26Q1-2900-gdf79404cd8, Yosys 0.63+post, stock flow scripts
make -C /OpenROAD-flow-scripts/flow DESIGN_CONFIG=/design/flow/config.mk WORK_HOME=/design/flow/orfs finish
[design/flow/config.mk]
export PLATFORM = sky130hd
export DESIGN_NAME = RGB_Color_Bars_Generator
export DESIGN_NICKNAME = RGB_Color_Bars_Generator
export VERILOG_FILES = /design/flow/design.v
export SDC_FILE = /design/flow/constraint.sdc
export NUM_CORES = 4
export LEC_CHECK = 1
export CORE_AREA = 10 10 76 76
export DIE_AREA = 0 0 86 86
==> reports/metrics.cfg <==
[placed_design]
hpwl_mm = 1.52
dp_cells = 170
place_ws_ns = -0.140
numPortBuffers = 34
place_congestion = 0.783

[drt]
wl_per_cell_um = 10.9
drc = 0
viasPerCell = 4.19
wirelength_mm = 1.91
drtAntennaViolNets = 0
dr.pass1.iters = 4
num_vias = 734
drt_first_iter_violations = 48
num_antenna_cells = 0

[cts]
clk_pin_slew_ns = 0.07
cts_buffer_depth = 2
clockRootBuffer = clkbuf_8
cts_tree = yes
clock-sinks = 18
clk_latency_ns = 0.25
numCtsBuffers = 3
htreeDepth = 1

[grt]
grt_usage_pct = 5.14
grt_max_degree = 12
grt_pass1_wl_mm = 3.33
overflow = 0
antenna_found_initial = 0
grt_pass1_vias = 706

[worst_setup_path]
worst_path_largest_cell_delay_ns = 0.52
r2r-start = index[0]
worstSetupPathType = register to register
cp.arrival_ns = 1.60
path_cells = ha_2 > ha_1 > or4b_1 > o211ai_1
cp-start-kind = register
cp_num_buf_inv = 0
cp-startpoint = index[0]
critPathTopFamily = simple AND/OR/NAND/NOR gates
critical_path_required_ns = 1.67
crit_fanout = 5
setup.worst_path.end_class = register
cp_slowest_cell = or4b_1

[cells_and_area]
drive_gt1_share_pct = 19.2
final_cells = 175
n_fill_cell = 407
fin_util_pct = 32.6
area_delta_synth_final_pct = 38.6

[die]
ios = 35
fp_util_pct = 23.5
die_w_um = 86
die_h_um = 86
core-area_mm2 = 0.00412
fp-row-count = 23
dieArea_mm2 = 0.00740

[sta]
tightest_slew_ns = 0.329
setup_viol = 0
max_freq_mhz = 697
worst_slew_margin_rel_pct = 78.0
rsz0062_at_grt = false
fin_crit_ns = 1.43
finalClockPeriodUsage_pct = 95.6
slew_violations = 0
hold_viol_final = 0
worst_slack_ns = 0.0661
clock_skew_ns = 0.00209

[power]
power.density_mw_per_mm2 = 698
peakVddDrop_mv = 0.292
power_leakage_nw = 0.510
power.total_uw = 935

[synthesis]
syn_area_per_cell_um2 = 9.58
ys_seq_share_pct = 37.3
synth_warnings = 1
yosysCellCount = 101
synth-area-yosys_um2 = 967
synthCells = 101
ys.flops = 18
edf_count = 0
async_reset_ff_share_pct = 0
netlist_area_um2 = 967
ys_types = 30
synthFlopType = dfxtp_1

[flow_run]
warnings = 29
maxCapViolCount = 0

[hold_path]
hp-start = end_of_frame_i
hp-class = input pin to register

[status]
status = completed

## path summary, 6_finish.rpt
kind / cells after the start / slack (ns) / end
worst min register to register: 2 / 0.49 / index[1]
worst min-delay path: 1 / 0.49 / end_of_frame_o
worst max register to register: 4 / 0.07 / rgb_o[7]
worst max-delay path: 4 / 0.07 / rgb_o[7]
## repair_timing
| item | in CTS | in global routing |
|---|---|---|
| buffers inserted | 0 | 1 |
| pin swaps | 0 | 1 |
| hold buffers | 0 | 0 |
| gates resized | 3 | 5 |
| setup endpoints to repair | 20 | 1 |
## metrics by stage
step	setup TNS (ns)	hold slack, ns	instance area [um2]
after global routing	0	0.494	1340
final	0	0.490	1340
after global placement	-0.302	0.499	1260
after detailed placement	-0.542	0.503	1260
after CTS	0	0.484	1320
after floorplan	0	0.328	967
## synthesized netlist by cell type, drive strengths merged, types with 2 or more instances
master	instances	share of area, %
a21oi	3	2.7
buf	23	17
dfxtp	18	37
ha	7	9.1
inv	3	1.2
mux2	2	2.3
mux2i	2	2.1
nand2	5	1.9
nand2b	3	1.9
nand4	4	3.2
nor2	7	2.7
nor3	3	1.6
o21ai	3	1.6
o31ai	4	3.1
or3b	2	1.8
xor2	2	1.8
## per-layer routing
| layer | vias to the layer above | global-route usage (%) | part of all wire, % |
|---|---|---|---|
| li1 | 372 | - | - |
| met4 | 0 | 0.449 | 0.42 |
| met5 | - | 0 | 0 |
| met1 | 320 | 6.21 | 43 |
| met3 | 2 | 4.19 | 21 |
| met2 | 40 | 7.17 | 36 |
## cells in the final DEF (no fill, tap or decap), types with 4 or more instances in the layout
master and count:
buf_4 9, clkbuf_8 4, clkdlybuf4s50_1 34, dfxtp_1 13, dfxtp_2 4, ha_1 6
nand2_1 5, nor2_1 6, o31ai_1 4
## flip-flops by register name (all words and copies together), names as in the netlist
signal	cells
index	3
cnt	7
visible_o	1
end_of_frame_o	1
rgb_o	3
hsync_n_o	1
vsync_n_o	1
end_of_visible_line_o	1
## report_power, final
| group | switching [mW] | internal (mW) | leakage, nW | total (mW) |
|---|---|---|---|---|
| registers | 0.00871 | 0.488 | 0.147 | 0.497 |
| logic | 0.0178 | 0.0348 | 0.334 | 0.0526 |
| clock network | 0.153 | 0.233 | 0.0288 | 0.386 |
## cell families after synthesis
family,count (synthesis),synth area share [%]
AND-OR/OR-AND,15,11.8
multiplexers,4,4.40
AND/OR/NAND/NOR,29,17.3
flip-flops,18,37.3
buffers and inverters,26,18.4
XOR/XNOR,2,1.81
adder cells (fa/ha/maj),7,9.06
## cell type report
cell class	instances	area (um2)	area share, %
clock buffer	4	55.1	4.11
inverter	3	11.3	0.840
multi-input combinational	57	434	32.4
sequential	18	369	27.5
tap	50	62.6	4.67
timing repair buffer	43	408	30.4
Power and IR drop assume default switching activity.
