==> design/flow/design.v <==
module sdram_pnru (
    input  wire        sys_clk,              
    input              cmd_valid_i,          
    output reg         cmd_ready_o,          
    input  wire        sys_wr,               
    output reg         sys_rdy = 1'b0,       
    input  wire        sys_ack,              
    input  wire [23:0] sys_ab,               
    input  wire [15:0] sys_di,               
    output reg  [15:0] sys_do,               
    output reg         resp_valid_o,         
    output reg         resp_last_o,          
    input  wire  [1:0] sys_wmask,            
    input              burst_i,
    output wire  [3:0] sdr_n_CS_WE_RAS_CAS,  
    output wire  [1:0] sdr_ba,               
    output reg  [12:0] sdr_ab,               
    input  wire [15:0] sdr_q,                
    output wire [15:0] sdr_d,                
    output reg         sdr_dq_oe,
    output reg   [1:0] sdr_dqm = 2'b11       
  );
  localparam tRP = 3, tMRD = 2, tRCD = 3, tRC = 9, CL = 2;
  localparam INITLEN = 5000;   
  localparam RFTIME = 390;     
  reg [15:0] di;
  reg [23:0] ab;
  reg wr, ack;
  always @ (*) begin
    di <= sys_di;
    ab <= sys_ab;
    wr <= sys_wr;
    ack <= sys_ack;
  end
  assign sdr_n_CS_WE_RAS_CAS = sdr_cmd;
  assign sdr_ba = (state==CONFIG) ? 2'b00 : ab[10:9];
  assign sdr_d = di;
  assign sdr_dq_oe = (state==RWRDY && is_write);
  localparam IDLE = 0, RFRSH1 = 1, RFRSH2 = 2, CONFIG = 3, RDWR = 4, RWRDY = 5, ACKWT = 6, WAIT = 7;
  reg  [3:0] sdr_cmd;                
  reg  [2:0] state   = IDLE;         
  reg  [2:0] next;                   
  reg [15:0] ctr     = 0;            
  reg  [6:0] dly;                    
  reg  [3:0] open;                   
  reg [12:0] opnrow[0:3];            
  reg bursting;
  reg  [7:0] burst_count;
  reg is_write;
  reg         init = 1'b1;
  wire  [8:0] col  = ab[8:0];
  wire [12:0] row  = ab[23:11];
  wire  [1:0] ba   = ab[10:9];
  localparam NOP  = 4'b1000, PRECHRG = 4'b0001, AUTORFRSH = 4'b0100, MODESET = 4'b0000,
             READ = 4'b0110, WRITE   = 4'b0010, ACTIVATE  = 4'b0101, BURST_STOP = 4'b0011;
  localparam MODE = 13'b000_1_00_010_0_111;
  always @(posedge sys_clk)
  begin
    ctr <= ctr + 1;
    dly <= dly - 1;
    sdr_cmd <= NOP;
    state   <= WAIT;
    resp_valid_o <= '0;
    case (state)
      IDLE:   if (init) state <= (ctr==INITLEN) ? RFRSH1 : IDLE;  
              else begin
                sys_rdy <= 1'b0;
                if (ctr>=RFTIME) state <= RFRSH1;          
                else if (cmd_valid_i|wr) begin
                  state <= RDWR;            
                  sdr_dqm <= !wr ? 2'b00 : ~sys_wmask;
                  bursting <= burst_i;
                  is_write <= wr;
                end else begin
                  sys_rdy <= 1'b1;
                  state <= IDLE;                                  
                end
                burst_count <= 0;
              end
      RFRSH1: begin  
                sdr_cmd    <= PRECHRG;
                sdr_ab[10] <= 1'b1;     
                open       <= 4'b000;
                dly <= tRP-2; next <= (init) ? CONFIG : RFRSH2;  
              end
      RFRSH2: begin  
                sdr_cmd <= AUTORFRSH;
                init <= 1'b0;
                ctr     <= 0;          
                dly <= tRC-2; next <= (init) ? RFRSH2 : IDLE;   
              end
      CONFIG: begin  
                sdr_cmd <= MODESET;
                sdr_ab  <= MODE;
                dly <= tMRD-2; next <= RFRSH2;
              end
      RDWR:   begin  
                if (!open[ba]) begin  
                  sdr_cmd <= ACTIVATE;
                  sdr_ab  <= row;
                  open[ba]   <= 1'b1;  
                  opnrow[ba] <= row;
                  dly <= tRCD-2; next <= RDWR;
                  end
                else if (opnrow[ba]!=row) begin  
                  sdr_cmd      <= PRECHRG;
                  sdr_ab[10]   <= 1'b0;   
                  open[ba] <= 1'b0;   
                  dly <= tRP-2; next <= RDWR;
                  end
                else begin  
                  sdr_cmd <= is_write ? WRITE : READ;
                  sdr_ab  <= {4'b0000, col};
                  dly <= CL-1; next <= RWRDY;
                  if (is_write) state <= RWRDY;  
                  end
              end
      RWRDY:  begin  
                sys_rdy <= 1'b1;
                if (!is_write) sys_do  <= sdr_q;
                if (!is_write) resp_valid_o <= '1;
                resp_last_o <= (!bursting || burst_count == 63);
                if (is_write) sdr_cmd <= BURST_STOP;
                if (bursting) begin
                  if (burst_count == 64 - CL - 1) begin     
                    sdr_cmd <= BURST_STOP;
                  end
                  if (burst_count < 63) begin
                    state <= RWRDY;
                  end else begin
                    state <= ACKWT;
                  end
                end else begin
                  state <= ACKWT;
                end
                burst_count <= burst_count + 1'b1;
              end
      ACKWT:   
              state <= (ack) ? IDLE : ACKWT;
      WAIT:    
              begin
                state <= (|dly) ? WAIT : next;
                if (next == RWRDY && dly == CL - 1 && !bursting)
                  sdr_cmd <= BURST_STOP;
              end
    endcase
  end
  always @ (*) begin
    cmd_ready_o = (state == IDLE) && !init && (ctr < RFTIME);
  end
endmodule
==> design/flow/run.sh <==
#!/bin/bash
# OpenROAD 26Q1-2900-gdf79404cd8, Yosys 0.63+post, stock flow scripts
make -C /OpenROAD-flow-scripts/flow DESIGN_CONFIG=/design/flow/config.mk WORK_HOME=/design/flow/orfs finish
==> design/flow/config.mk <==
export PLATFORM = sky130hd
export DESIGN_NAME = sdram_pnru
export DESIGN_NICKNAME = sdram_pnru
export VERILOG_FILES = /design/flow/design.v
export SDC_FILE = /design/flow/constraint.sdc
export NUM_CORES = 4
export LEC_CHECK = 1
export CORE_UTILIZATION = 30
==> design/flow/constraint.sdc <==
current_design sdram_pnru

set clk_period 3.5
set clk_io_pct 0.2

create_clock -name clk0 -period $clk_period [get_ports {sys_clk}]

set non_clock_inputs [all_inputs -no_clocks]
set_input_delay [expr $clk_period * $clk_io_pct] -clock clk0 $non_clock_inputs
set_output_delay [expr $clk_period * $clk_io_pct] -clock clk0 [all_outputs]
==> results_slide.txt <==
Implementation Results

Routing
  • Iter 0 DRT Violations: ~190
  • Antenna Nets Post-Route: 0
  • DR vias: 3601
  • Drt wl/cell: between 10 and 15 um
  • Final WL: between 10000 and 15000 um
  • DR vias/cell: 4.51
  • 1st-pass router iterations: 6
  • N_diodes: 0
  • DRC: 0

Clock network
  • Clock transition at path regs: approximately 0.06 ns
  • CTS Hold Bufs: 0
  • Post-CTS Repair Setup Buffers: 0
  • CTS Root Cell: clkbuf_16
  • Clock Latency Late Sink: a little over 0.4 ns
  • Post-cts gate resize count: 0
  • CTS tree: done
  • Max Root-Sink Buffers: 2
  • CTS Buf Count: 17
  • H-tree depth: 4
  • Clk sinks: around 130

Yosys
  • Count of library flops with an enable pin: ~100
  • Cell Area, Synth: between 5000 and 6000 um2
  • Yosys warns: 2
  • Yosys chip area: ~5800 um2
  • Synth area leader: edfxtp_1
  • Syn_area_per_cell: 13.4 um2
  • FFs w/ async S/R, synth: 0
  • Top cells, area: edfxtp_1 (53%), dfxtp_1 (11%), mux4_2 (5.4%)
  • Main flop type: edfxtp_1
  • Yosys reg bits: 134
  • Synth cell types: just over 50
  • Seq/Total Area, Yosys: 0.640
  • Mapped Cells: ~430
  • Ys cells: ~430
  • Area leader share: 0.533

STA
  • Max Clk Rate: between 0.3 and 0.4 GHz
  • # setup viols final: 0
  • RSZ-0062 raised after global routing: false
  • Fin. Hold Viols: 0
  • Fin crit period: 3.06 ns
  • Final Hold Slack: about 0.47 ns
  • Period Utilization, post-route: 0.873
  • Actual slew at the worst max-slew pin: roughly 0.79 ns
  • Final setup margin: roughly 0.44 ns
  • Clock Skew: approximately 0.0082 ns
  • Fin Setup TNS: 0 ns
  • Rel. slew slack: 0.471
  • Max-slew violations: 0

Cells and area
  • Footprint of the multi-input gates: approximately 1900 um2
  • Final instance area: about 7600 um2
  • Fraction of layout cells with a size suffix above 1: 0.115
  • Most numerous logic cells after layout: edfxtp_1 (103), clkdlybuf4s50_1 (88), nor2_1 (53), dfxtp_1 (31), nand2_1 (27)
  • Most numerous logic cell after layout: edfxtp_1
  • Sequential Area: roughly 3700 um2
  • Non-Filler Instances: around 800
  • Final core utilization: 0.401
  • Syn-to-layout area delta: 30.3%
  • Filler Cell Count: 1696

Worst setup path
  • Slowest-stage cell, CP: or4_1
  • Crit Path Class: flop to output port
  • CP Capture Type: output port
  • WP data required: about 2.8 ns
  • Crit-path cells: or4_1 -> or4_1 -> nor2_1 -> clkdlybuf4s50_1
  • Crit path arrival time: between 2 and 2.5 ns
  • Slowest Stage Delay on Critical Path: 0.55 ns
  • Most used cell along the critical path: or4_1
  • Setup crit start kind: flop
  • Buffers & Inverters on Critical Path: 1
  • Crit Path Max Fanout: 3
  • Top cell family by delay on the critical path: simple AND/OR/NAND/NOR gates
  • Flop-to-flop setup slack: ~0.96 ns

Place
  • I/O Buffers: between 80 and 90
  • Cell Area, Placed: about 7000 um2
  • Place WS: roughly 0.16 ns
  • Total placed cells including tap cells: about 770
  • Post-DP HPWL: around 8000 um
  • GPL Wtd Cong: between 0.8 and 0.9

Hold path
  • Hold Path Class: flop to flop

GRT
  • GRT Residual Overflow: 0
  • Largest net degree at the start of global routing: 21
  • Via count of the first global-routing pass: 3696
  • Global Route Usage Sum: 0.123
  • First-pass GRT wire length: between 15000 and 20000 um
  • Antenna violations before repair: 0

Die
  • Die area: approximately 20000 um2
  • Core Area: 18800 um2
  • Die X: 141 um
  • FP Rows: about 50
  • FP Util: 0.308
  • Die Y: ~140 um
  • Ports: roughly 120

Power
  • Cell Pwr Density: around 700 nW/um2
  • Pleak: roughly 2.7 nW
  • Final Power: 5.28 mW
  • VDD IR max: ~0.0003 V

Run
  • Max-Cap Viols: 0
  • Count of tool warnings: 30

Status
  • Status: completed
-- metal layers --
metal	global-route usage	vias to the layer above	part of all wire
li1	-	1741	-
met1	0.176	1709	0.44
met2	0.184	142	0.46
met3	0.0547	9	0.087
met4	0.0195	0	0.011
met5	0	-	0
-- where the power goes --
part	switching, mW	internal, mW	leakage, nW
combinational	0.594	0.616	1.18
clock	0.648	1.07	0.289
sequential	0.256	2.10	1.19
total	1.50	3.79	2.66
-- layout make-up --
type / instances / share of cell area
Sequential cell: 134 / 0.491
Clock inverter: 10 / 0.0123
Timing Repair Buffer: 102 / 0.135
Tap cell: 260 / 0.0430
Multi-Input combinational cell: 260 / 0.248
Clock buffer: 22 / 0.0649
Inverter: 10 / 0.00497
-- worst paths after layout --
| path | from | depth (start not counted) | end |
|---|---|---|---|
| hold reg to reg | ctr[0] | 1 | ctr[0] |
| setup / recovery | ctr[14] | 4 | cmd_ready_o |
| hold / removal | ctr[0] | 1 | ctr[0] |
| setup reg to reg | state[1] | 5 | opnrow[2][2] |
-- flip-flops by register name, summed over array words and instances (netlist names) --
| signal | count |
|---|---|
| opnrow | 52 |
| ctr | 16 |
| sys_do | 16 |
| sdr_ab | 13 |
| burst_count | 8 |
| dly | 7 |
| open | 4 |
| sdr_cmd | 4 |
| next | 3 |
| state | 3 |
| sdr_dqm | 2 |
| bursting | 1 |
| init | 1 |
| is_write | 1 |
| resp_last_o | 1 |
| resp_valid_o | 1 |
| sys_rdy | 1 |
-- cells in the mapped netlist, types with 8 or more instances --
cell,instances
nand3_1,13
and3_1,9
dfxtp_1,31
clkbuf_1,8
ha_1,8
mux4_2,14
nand2_1,27
mux2i_1,9
inv_1,8
nor2b_1,10
nor2_1,53
xor2_1,20
buf_4,17
edfxtp_1,103
xnor2_1,23
-- cells by family after synthesis --
group,count (synthesis),synth area share
adder cells (fa/ha/maj),8,0.0173
buffers and inverters,40,0.0373
XOR/XNOR,43,0.0650
other,1,0.000647
AND/OR/NAND/NOR,153,0.134
multiplexers,23,0.0699
flip-flops,134,0.640
AND-OR/OR-AND,32,0.0354
Power is estimated from default activity; no workload was simulated.
